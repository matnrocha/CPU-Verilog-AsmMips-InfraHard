--- design/flow/config.mk ---
export PLATFORM = sky130hd
export DESIGN_NAME = Mult
export DESIGN_NICKNAME = Mult
export VERILOG_FILES = /design/flow/design.v
export SDC_FILE = /design/flow/constraint.sdc
export NUM_CORES = 4
export LEC_CHECK = 1
export CORE_UTILIZATION = 30
--- design/flow/constraint.sdc ---
current_design Mult

set clk_period 10.1
set clk_io_pct 0.2

create_clock -name clk0 -period $clk_period [get_ports {clock}]

set non_clock_inputs [all_inputs -no_clocks]
set_input_delay [expr $clk_period * $clk_io_pct] -clock clk0 $non_clock_inputs
set_output_delay [expr $clk_period * $clk_io_pct] -clock clk0 [all_outputs]
--- design/flow/design.v ---
module Mult (
input wire[31:0] RegAOut,
input wire[31:0] RegBOut,
input wire clock,
input wire reset,
input wire MultCtrl,
output reg MultDone,
output reg[31:0] MultHIOut,
output reg[31:0] MultLOOut
);
reg init;
reg [6:0] counter;
reg signed [64:0] AMultCompPos;
reg signed [64:0] Multiplier;
reg signed [31:0] NegativeBTemp;
reg signed [64:0] Temp;
initial begin
	init = 1'b1;
end
always @ (posedge clock) begin
	if(reset == 1'd1) begin
		AMultCompPos[64:0] = 65'b0;
		Multiplier[64:0] = 65'b0;
		counter = 7'b0;
		init = 1'b1;
		NegativeBTemp[31:0] = 32'b0;
		Temp[64:0] = 65'b0;
		MultDone = 1'b0;
		MultHIOut[31:0] = 32'b0;
		MultLOOut[31:0] = 32'b0;
	end 
	else if(MultDone == 1'b1) begin
		AMultCompPos = {32'b0, RegAOut[31:0], 1'b0};
		Multiplier = {RegBOut[31:0], 33'b0};
		NegativeBTemp = ~RegBOut + 1'b1;
		Temp = {NegativeBTemp, 33'b0};
		counter = 7'b0;
		MultDone = 1'b0;
	end
	else if(MultCtrl == 1'd1 && init == 1'b1) begin
		AMultCompPos = {32'b0, RegAOut[31:0], 1'b0};
		Multiplier = {RegBOut[31:0], 33'b0};
		NegativeBTemp = ~RegBOut + 1'b1;
		Temp = {NegativeBTemp, 33'b0};
		counter = 7'b0;
		MultDone = 1'b0;
		init = 1'b0;
	end 
	else if(MultCtrl == 1'd1) begin
		if (counter < 7'b0100000) begin
			if(AMultCompPos[1] == AMultCompPos[0]) begin
			end
			else if (AMultCompPos[1] == 1'b1) begin
				AMultCompPos = AMultCompPos + Temp;
			end
			else if (AMultCompPos[1] == 1'b0) begin
				AMultCompPos = AMultCompPos + Multiplier;
			end
			AMultCompPos = AMultCompPos >>> 1;
			counter = counter + 1;
		end else if (counter == 7'b0100000) begin
			MultHIOut[31:0] = AMultCompPos[64:33];
			MultLOOut[31:0] = AMultCompPos[32:1];
			MultDone = 1'b1;
			init = 1'b1;
		end
	end
end
endmodule
--- design/flow/run.sh ---
#!/bin/bash
# OpenROAD 26Q1-2900-gdf79404cd8, Yosys 0.63+post, stock flow scripts
make -C /OpenROAD-flow-scripts/flow DESIGN_CONFIG=/design/flow/config.mk WORK_HOME=/design/flow/orfs finish
==> impl_metrics.env <==
# physical design summary
export IMPL_timing_final_setup_violations=0
export IMPL_number_of_detailed_route_iterations_in_the_first_pass=5
export IMPL_critical_path_endpoint_type="flip-flop"
export IMPL_min_period_over_period_pct=41.9
export IMPL_fin_cells=1818
export IMPL_postRouteWirelength_mm=28.5
export IMPL_fmax_ghz=0.236
export IMPL_grt_start_max_net_pins=66
export IMPL_cts_num_sinks=199
export IMPL_clock_insertion_delay_worst_skew_ns=0.43
export IMPL_cp_start_kind="input port"
export IMPL_post_place_cells=1786
export IMPL_global_route_usage_total_pct=17.3
export IMPL_globalplace_congestion=0.922
export IMPL_timing_max_cap_violations=0
export IMPL_postRouteAntennaNets=0
export IMPL_route_met3_wl_mm=1.61
export IMPL_final_cell_mix="320 x nand2_1, 211 x a21oi_1, 199 x dfxtp_1"
export IMPL_slew_viol_final=0
export IMPL_cts_hold_buf=0
export IMPL_grt_pass1_wl_mm=46.0
export IMPL_register_area_sq_um=3980
export IMPL_chipWidth_um=185
export IMPL_combined_area_of_all_synthesized_cells_sq_um=10000
export IMPL_power_leakage_nw=4.41
export IMPL_max_clock_path_buffers=2
export IMPL_max_vdd_ir_drop_v=0.000118
export IMPL_critical_path_top_delay_family="buffers and inverters"
export IMPL_die_area_sq_um=34100
export IMPL_dieHeight_um=185
export IMPL_cts_buffers=17
export IMPL_final_global_route_overflow_total=0
export IMPL_wire_length_the_detailed_router_placed_on_met1_mm=13.3
export IMPL_synth_async_reset_ratio_pct=0
export IMPL_place_ws_ns=5.43
export IMPL_core_area_sq_um=32700
export IMPL_layout_min_cycle_time_ns=4.23
export IMPL_most_common_cell_after_layout_fill_and_taps_aside="nand2_1"
export IMPL_slew_headroom_pct=44.5
export IMPL_count_of_library_flops_with_an_enable_pin=0
export IMPL_cts_post_setup_buffers_inserted=0
export IMPL_route_detailed_wl_per_inst_um=15.7
export IMPL_cp_data_required_time_ns=10.45
export IMPL_cts_resized=0
export IMPL_syn2layout_area_growth_pct=22.9
export IMPL_slowest_stage="and4_2"
export IMPL_synth_avg_cell_area_sq_um=7.79
export IMPL_number_of_openroad_warnings=26
export IMPL_postSynthSeqShare_pct=39.8
export IMPL_synth_lib_cells_used_distinct=72
export IMPL_synthesis_yosys_warnings=1
export IMPL_cpPeakStageDelay_ns=0.67
export IMPL_std_cell_rows=66
export IMPL_report_final_hold_viol_count=0
export IMPL_maxUsedRoutingLayer="met4"
export IMPL_fin_hold_ws_ns=0.449
export IMPL_dr_wl_met2_mm=13.0
export IMPL_registers_synthesis=199
export IMPL_dr_drc_count=0
export IMPL_timing_critical_path_cells="clkdlybuf4s50_1 > a21oi_4 > and4_2 > buf_4 > nand2_1 > a21oi_1"
export IMPL_post_layout_total_power_mw=1.77
export IMPL_routed_via_density=5.03
export IMPL_synth_main_ff_cell="dfxtp_1"
export IMPL_drt_initial_drc_count=574
export IMPL_detailed_placement_hpwl_mm=20.4
export IMPL_port_buffers=131
export IMPL_timing_hold_worst_class="reg2reg"
export IMPL_clk_pin_slew_ns=0.07
export IMPL_drive_above_1_share_pct=7.27
export IMPL_worst_slew_pin_transition_ns=0.833
export IMPL_critical_path_max_fanout=38
export IMPL_grt_setup_unrepaired="false"
export IMPL_setup_tns_final_ns=0
export IMPL_antenna_found_initial=0
export IMPL_timing_critical_path_arrival_ns=4.59
export IMPL_ios=132
export IMPL_h_tree_depth=4
export IMPL_num_vias=9152
export IMPL_ys_area_sq_um=10000
export IMPL_cts_tree="built"
export IMPL_diodes=0
export IMPL_clock_skew_ns=0.0111
export IMPL_via_count_of_the_first_global_routing_pass=8472
export IMPL_yosys_stat_cells=1283
export IMPL_syn_instance_count=1283
export IMPL_final_setup_worst_slack_ns=5.87
export IMPL_initCoreUtil_pct=30.6
export IMPL_status="completed"
export IMPL_crit_type="in2reg"
export IMPL_layout_area_comb_sq_um=5660
export IMPL_powerDensity_nw_per_um2=144
export IMPL_clockRootBuffer="clkbuf_16"
export IMPL_buffers_and_inverters_on_the_worst_path=2
export IMPL_filler_cell_count=3353
-- stage by stage --
stage                     util [%]  instance area (sq um)
after floorplan                  -                  10000
after global placement        35.7                  11700
after CTS                     37.6                  12300
after global routing          37.6                  12300
after detailed placement      35.7                  11700
final                         37.6                  12300
-- state kept, by name, indices dropped and copies added, names as in the netlist --
| signal | count |
|---|---|
| Temp | 32 |
| MultHIOut | 31 |
| Multiplier | 31 |
| MultLOOut | 32 |
| counter | 7 |
| AMultCompPos | 64 |
| init | 1 |
| MultDone | 1 |
-- path summary, 6_finish.rpt --
path | end | slack, ns | cells after the start | start
worst max-delay path | MultLOOut[23]$_SDFFE_PP0P_ | 5.87 | 6 | MultCtrl
worst min-delay path | Temp[49]$_SDFFE_PP0P_ | 0.45 | 2 | Temp[49]$_SDFFE_PP0P_
worst max register to register | AMultCompPos[57]$_SDFFE_PP0P_ | 6.49 | 10 | AMultCompPos[1]$_SDFFE_PP0P_
worst min register to register | Temp[49]$_SDFFE_PP0P_ | 0.45 | 2 | Temp[49]$_SDFFE_PP0P_
-- layer usage --
| layer | global-route usage, % | up-vias |
|---|---|---|
| li1 | - | 4675 |
| met1 | 24.9 | 4230 |
| met2 | 27.5 | 222 |
| met3 | 3.40 | 25 |
| met4 | 3.33 | 0 |
| met5 | 0 | - |
-- Yosys cell counts, drive strengths merged (9+ instances only) --
| cell | n | area [sq um] |
|---|---|---|
| nand2 | 320 | 1200 |
| a21oi | 212 | 1060 |
| dfxtp | 199 | 3980 |
| clkbuf | 74 | 278 |
| nor2 | 71 | 267 |
| o21ai | 38 | 190 |
| ha | 34 | 425 |
| mux2 | 31 | 349 |
| nor3 | 27 | 140 |
| xnor2 | 26 | 228 |
| xor2 | 21 | 184 |
| a22oi | 20 | 150 |
| o22ai | 16 | 100 |
| nand3 | 14 | 70.1 |
| inv | 13 | 48.8 |
| buf | 12 | 52.6 |
| a211oi | 10 | 75.1 |
| nand2b | 10 | 70.1 |
| a21o | 9 | 67.6 |
-- report_power, final --
part           switching [mW]  total (mW)  internal (mW)
combinational           0.130       0.220         0.0896
clock                   0.310       0.716          0.406
sequential             0.0232       0.838          0.815
total                   0.463        1.77           1.31
-- worst register-to-register path: stages, from the launching register on --
cell and delay, ns:
dfxtp_1 0.31, buf_4 0.43, mux2_2 0.49, ha_1 0.30
a21o_1 0.18, and4_1 0.26, o211a_1 0.24, o31ai_1 0.57
a31oi_1 0.33, and3_1 0.28, nor3_1 0.15
-- cell families (layout without fill, tap and decap cells) --
kind of cell,Yosys count,count (layout),synth area share [%]
and+or+nand+nor,498,498,22.1
AOI/OAI and AO/OA,369,369,21.8
DFF,199,199,39.8
buffers and inverters,99,192,3.79
xor gates and xnor gates,47,47,4.12
muxes,36,36,3.99
adders and majority gates,35,35,4.45
-- cell type report --
class | instances | share of cell area, %
clock buffers | 19 | 3.68
clock inverters | 13 | 1.34
inverters | 13 | 0.397
multi-input cells | 985 | 46.1
flip-flops and latches | 199 | 32.4
well taps | 442 | 4.50
repair buffers | 147 | 11.6
