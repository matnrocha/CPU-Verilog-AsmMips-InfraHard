--- ./run.sh ---
#!/bin/bash
# OpenROAD 26Q1-2900-gdf79404cd8, Yosys 0.63+post, stock flow scripts
make -C /OpenROAD-flow-scripts/flow DESIGN_CONFIG=/design/flow/config.mk WORK_HOME=/design/flow/orfs finish
--- ./constraint.sdc ---
current_design Div

set clk_period 17.4
set clk_io_pct 0.2

create_clock -name clk0 -period $clk_period [get_ports {clock}]

set non_clock_inputs [all_inputs -no_clocks]
set_input_delay [expr $clk_period * $clk_io_pct] -clock clk0 $non_clock_inputs
set_output_delay [expr $clk_period * $clk_io_pct] -clock clk0 [all_outputs]
--- ./design.v ---
module Div (
input wire[31:0] RegAOut,
input wire[31:0] RegBOut,
input wire clock,
input wire reset,
input wire DivCtrl,
output reg DivDone,
output reg Div0,
output reg[31:0] DivHIOut,
output reg[31:0] DivLOOut
);
reg init;
reg signA;
reg signB;
reg signed[31:0] regAuxA;
reg signed[31:0] regAuxB;
reg signed[31:0] counter;
initial begin
	init = 1'b1;
end
always @(posedge clock) begin
	if(reset == 1'd1) begin
			counter = 32'b0;
			init = 1'b1;
			DivHIOut = 32'b0;
			DivLOOut = 32'b0;
			Div0 = 1'b0;
			regAuxA = 32'b0;
			regAuxB = 32'b0;
			DivDone = 1'b0;
			signA = 1'b0;
			signB = 1'b0;
	end
	else if(DivCtrl == 1'd1 && init == 1'b1) begin	 
			counter = 32'b0;
			init = 1'b0;
			DivHIOut = 32'b0;
			DivLOOut = 32'b0;
			Div0 = 1'b0;
			DivDone = 1'b0;
			signA = 1'b0;
			signB = 1'b0;
			if(RegAOut[31] == 1'b1) begin
				signA = 1'b1;
				regAuxA = ~RegAOut + 1;	 
			end
			else begin
				regAuxA = RegAOut;
			end
			if(RegBOut[31] == 1'b1)begin
				signB = 1'b1;
				regAuxB = ~RegBOut + 1;
			end
			else begin
				regAuxB = RegBOut;
			end
			if(regAuxB == 32'b0) begin
				Div0 = 1'b1;
				DivDone = 1'b1;
				DivHIOut = 32'b01111111111111111111111111111111;
				DivLOOut = 32'b01111111111111111111111111111111;
			end
	end
	else if(DivCtrl == 1'd1) begin
		if(regAuxA < regAuxB) begin
			if(signA == 1'b1)begin
				DivHIOut = ~regAuxA + 1;
			end
			else begin
				DivHIOut = regAuxA;
			end
			if(signB == 1'b1 && signA == 1'b1)begin
				DivLOOut = counter;
			end
			else if(signA == 1'b1)begin
				DivLOOut = ~counter + 1;
			end
			else if(signB == 1'b1)begin
				DivLOOut = ~counter + 1;
			end
			else begin
				DivLOOut = counter;
			end
			DivDone = 1'b1;	 
		end 
		else begin
			regAuxA = regAuxA - regAuxB;
			counter = counter + 1;
		end
	end else begin
		DivDone = 1'b0;
		init = 1'b1;
	end
end
endmodule
--- ./config.mk ---
export PLATFORM = sky130hd
export DESIGN_NAME = Div
export DESIGN_NICKNAME = Div
export VERILOG_FILES = /design/flow/design.v
export SDC_FILE = /design/flow/constraint.sdc
export NUM_CORES = 4
export LEC_CHECK = 1
export CORE_UTILIZATION = 40
==> flow_summary.yaml <==
# implementation run metrics
drt:
  via_per_inst: 5.41
  wl_per_cell_um: 16.1
  ant_nets: 0
  drt-total-wl_um: 30600
  antenna_cells: 0
  initialDrtViolationCount: 689
  vias: 10300
  drc: 0
  drt-pass1-iter-count: 5
floorplan:
  dieHeight_um: 171
  die_w_um: 171
  rows: 61
  fp-utilization: 0.410
  ios: 133
  coreArea_um2: 27900
  dieArea_um2: 29300
clocking:
  clk_pin_slew_ns: 0.07
  ctsRootBufferMaster: "clkbuf_16"
  post_cts_buffers: 0
  clockBufferDepth: 2
  cts_tree: "built"
  cts_resized: 0
  cts_hold_buffers: 0
  clock-sinks: 165
  cts_buffers: 17
  cts_max_level: 4
  worstSkewPairLatency_ns: 0.44
power_and_ir_drop:
  internal-power_uw: 889
  sw_frac_of_total: 0.369
  p_sw_uw: 519
  clockPowerShare: 0.275
  power_frac_comb: 0.389
  p_per_area_nw_per_um2: 104
  leakagePower_uw: 0.00491
  ir_drop_v: 0.0000723
  power_frac_seq: 0.337
yosys:
  top_area_frac: 0.288
  synthTopCellsByCount: "197 x nor2_1, 165 x dfxtp_1, 132 x nand2_1"
  ys_area_um2: 11400
  ys_cells: 1448
  area_leaders: "dfxtp_1 29%, xnor2_1 7.8%, nor2_1 6.5%"
  synth_cell_types: 68
  edf_count: 0
  synth_warnings: 1
  yosysMostFrequentCell: "nor2_1"
  top_area_cell: "dfxtp_1"
  synthesis.area_um2: 11400
  ys.flop_type: "dfxtp_1"
  ys.flops: 165
  ys_async_sr_fraction: 0
  avgSynthCellArea_um2: 7.91
  synthCells: 1448
  yosysSeqAreaShare: 0.288
placement:
  dp_cells: 1868
  gp_congestion: 0.925
  dp_hpwl_um: 22400
  io_buffers: 132
  post-place-ws_ns: 9.62
global_route:
  use_met1: 0.339
  grt_max_degree: 72
  antenna_found_initial: 0
  grt_pass1_vias: 9508
  grt_use_total: 0.217
  grt_pass1_wl_um: 49700
  overflow: 0
  grtUsageMet3: 0.0241
  grt_use_met2: 0.331
  grt_busiest_layer: "met1"
worst_setup_path:
  regToRegSetupSlack_ns: 13.12
  timing.critical_path.from: "RegBOut[0]"
  end_kind: "flip-flop"
  worst-setup-path-type: "primary input to flip-flop"
  worstPathRequired_ns: 17.67
  critPathMaxFanout: 56
  cp.arrival_ns: 7.63
  worstSetupStartpointType: "primary input"
  worstReg2RegStart: "regAuxA[0]"
run:
  maxCapViolations: 0
  warning_count: 26
timing:
  finClkSkew_ns: 0.0112
  fmax_mhz: 136
  setup_viol_count_final: 0
  fin_ws_ns: 10.05
  final.period_utilization: 0.422
  slew_violations: 0
  period_needed_ns: 7.35
  rsz0062_at_grt: "false"
  hold_viol_final: 0
  tightest_slew_ns: 0.759
  tns_ns: 0
  relSlewSlack: 0.489
hold_path:
  hold_path.class: "flip-flop to flip-flop"
  hp-start: "Div0"
outcome:
  status: "completed"
cells_and_area:
  stdcell_count: 1900
  drive_gt1_frac: 0.0703
  area_growth_pct: 18.2
  nFillCells: 2748
  logic_area_um2: 7510
  layout.area.seq_um2: 3300
==> through the flow <==
step / power (uW) / hold slack [ns] / utilization / cell area, um2
after detailed placement: 1030 / 0.458 / 0.463 / 12900
after floorplan: 855 / 0.422 / - / 11400
after global routing: 1500 / 0.492 / 0.485 / 13500
final: 1410 / 0.467 / 0.485 / 13500
after global placement: 1030 / 0.451 / 0.463 / 12900
after CTS: 1420 / 0.468 / 0.485 / 13500
==> per-layer routing <==
metal / vias up / routed length (um)
li1: 5325 / -
met1: 4712 / 15500
met2: 213 / 13300
met3: 25 / 1340
met4: 0 / 516
met5: - / 0
==> state kept, by name (all words and copies together) (netlist names) <==
register  count
DivDone       1
Div0          1
signA         1
DivHIOut     32
init          1
DivLOOut     32
signB         1
counter      32
regAuxB      32
regAuxA      32
==> layout make-up <==
| cell class | instances | share of cell area |
|---|---|---|
| clock buffer | 17 | 0.0314 |
| timing repair buffer | 148 | 0.106 |
| sequential | 165 | 0.244 |
| tap | 378 | 0.0349 |
| clock inverter | 15 | 0.0136 |
| multi-input combinational | 1123 | 0.555 |
| inverter | 54 | 0.0150 |
==> placed cells by master, fill, tap and decap left out, types with 14 or more instances in the layout <==
cell type        instances
nand4_1                 18
nand2_1                130
clkbuf_16               17
or3_1                   27
or4_1                   14
o21ai_0                 69
o41ai_1                 14
a21oi_1                 57
a211oi_1                62
xnor2_1                102
a211oi_2                18
nand3_1                 23
dfxtp_1                165
buf_4                   17
xor2_1                  73
o31ai_1                 28
inv_1                   54
nor2_1                 197
mux2i_1                 29
ha_1                    37
nor3_1                  25
clkdlybuf4s50_1        131
a311oi_1                35
==> worst paths after layout <==
check             depth (start not counted)      endpoint
hold / removal                            2          Div0
hold reg to reg                           2          Div0
setup / recovery                         11   DivHIOut[2]
setup reg to reg                         15  DivHIOut[20]
==> power groups by stage <==
stage / clock network, uW / logic, uW / registers (uW)
CTS: 393 / 549 / 474
global route: 409 / 612 / 480
finish: 387 / 548 / 474
==> logic make-up (layout without fill, tap and decap cells) <==
logic type / Yosys count / in the layout / synth area share
adder cells (fa/ha/maj): 38 / 38 / 0.0422
buffers and inverters: 160 / 234 / 0.0582
multiplexers: 34 / 34 / 0.0303
flip-flops: 165 / 165 / 0.288
XOR/XNOR: 175 / 175 / 0.134
AND/OR/NAND/NOR: 512 / 512 / 0.213
AND-OR/OR-AND: 364 / 364 / 0.234
==> critical path: stages <==
cell	delay [ns]
clkdlybuf4s50_1	0.46
or3_1	0.40
or3_1	0.47
or4_4	0.60
or4_4	0.53
mux2_2	0.29
a32oi_2	0.26
nor4_4	0.08
nand3_4	0.17
buf_4	0.63
a311oi_1	0.18
Power is estimated from default activity; no workload was simulated.
